==> flow/run.sh <==
#!/bin/bash
# OpenROAD 26Q1-2900-gdf79404cd8, Yosys 0.63+post, stock flow scripts
make -C /OpenROAD-flow-scripts/flow DESIGN_CONFIG=/design/flow/config.mk WORK_HOME=/design/flow/orfs finish
==> flow/config.mk <==
export PLATFORM = sky130hd
export DESIGN_NAME = connect
export DESIGN_NICKNAME = connect
export VERILOG_FILES = /design/flow/design.v
export SDC_FILE = /design/flow/constraint.sdc
export NUM_CORES = 4
export LEC_CHECK = 1
export CORE_UTILIZATION = 30
==> flow/constraint.sdc <==
current_design connect

set clk_period 1.7
set clk_io_pct 0.2

create_clock -name clk0 -period $clk_period [get_ports {tck}]
create_clock -name clk1 -period $clk_period [get_ports {v_udr}]

set non_clock_inputs [all_inputs -no_clocks]
set_input_delay [expr $clk_period * $clk_io_pct] -clock clk0 $non_clock_inputs
set_output_delay [expr $clk_period * $clk_io_pct] -clock clk0 [all_outputs]
==> flow/design.v <==
package formato_pkg;
  typedef logic signed [15:0] q8_8_t;
  function automatic q8_8_t to_q8_8(input logic [7:0] pix);
    to_q8_8 = {pix, 8'b0};    
  endfunction
  function automatic q8_8_t q8_8_mul(input q8_8_t a, input q8_8_t b);
    logic signed [31:0] prod;
    prod     = a * b;       
    q8_8_mul = prod >>> 8;  
  endfunction
  function automatic logic [7:0] from_q8_8_sat(input q8_8_t x);
    logic signed [15:0] tmp;
    tmp = x + 16'sh0080;
    if (tmp < 0)
      from_q8_8_sat = 8'd0;
    else if (tmp[15:8] > 8'd255)
      from_q8_8_sat = 8'd255;
    else
      from_q8_8_sat = tmp[15:8];   
  endfunction
  function automatic q8_8_t lerp(
    input q8_8_t a,
    input q8_8_t b,
    input q8_8_t t
  );
    q8_8_t diff;
    diff = b - a;
    lerp = a + q8_8_mul(diff, t);
  endfunction
endpackage
module connect(
    input  logic        tck,
    input  logic        tdi,
    input  logic        aclr,
    input  logic [2:0]  ir_in,
    input  logic        v_sdr,
    input  logic        v_udr,
    input  logic        v_cdr,
    input  logic        v_uir,
    output logic        tdo,
    output logic        mem_we,
    output logic [18:0] mem_addr,  
    output logic [7:0]  mem_data_in,
    input  logic [7:0]  mem_data_out,
    output logic        step_mode,
    output logic        step_pulse,
    output logic        start_proc_pulse,
    input  logic        hw_busy,  
    input  logic        hw_done,
    output logic [15:0] cfg_width,
    output logic [15:0] cfg_height,
    output logic [15:0] cfg_scale,
    output logic [7:0]  cfg_mode
);
    typedef enum logic [2:0] { 
        BYPASS    = 3'b000, 
        REG_OP    = 3'b001, 
        READ_MEM  = 3'b010, 
        WRITE_MEM = 3'b011  
    } jtag_instr_e;
    jtag_instr_e instr;
    assign instr = jtag_instr_e'(ir_in);
    logic [7:0] regfile [0:15];
    integer i;
    logic [2:0]  DR0;
    logic [26:0] DR_MEM; 
    logic [15:0] DR_IR;
    assign mem_addr    = DR_MEM[26:8]; 
    assign mem_data_in = DR_MEM[7:0];
    assign mem_we      = (instr == WRITE_MEM && v_udr && DR_MEM[26:8] < 19'h7FFF0);
    always_comb begin
        case(instr)
            BYPASS:    tdo = DR0[0];
            READ_MEM:  tdo = DR_MEM[0];
            WRITE_MEM: tdo = DR_MEM[0];
            REG_OP:    tdo = DR_IR[0];
            default:   tdo = 1'b0;
        endcase
    end
    always_ff @(posedge tck or negedge aclr) begin
        if(!aclr) begin
            DR0 <= 0;
            DR_MEM <= 0; DR_IR <= 0;
        end else begin
            case(instr)
                BYPASS: if(v_sdr) DR0 <= {tdi, DR0[2:1]};
                READ_MEM, WRITE_MEM: begin
                    if(v_sdr) DR_MEM <= {tdi, DR_MEM[26:1]};  
                    else if(v_cdr) DR_MEM <= {DR_MEM[26:8], mem_data_out}; 
                end
                REG_OP: begin
                    if(v_sdr) DR_IR <= {tdi, DR_IR[15:1]};
                    else if(v_cdr) begin
                         DR_IR <= {DR_IR[15:8], {6'b0, hw_done, hw_busy}};
                    end
                end
            endcase
        end
    end
    always_ff @(posedge v_udr or negedge aclr) begin
        if(!aclr) begin
            for(i=0;i<16;i++) regfile[i] <= 0;
        end else begin
            if(instr == WRITE_MEM && DR_MEM[26:8] >= 19'h7FFF0) begin
                 regfile[DR_MEM[26:8] - 19'h7FFF0] <= DR_MEM[7:0];
            end
            if(instr == REG_OP) begin
                if (DR_IR[11:8] < 16) regfile[DR_IR[11:8]] <= DR_IR[7:0];
                case(DR_IR[11:8])
                    8'hF9: regfile[9] <= DR_IR[7:0];
                    8'hFA: regfile[10] <= DR_IR[7:0];
                endcase
            end
        end
    end
    assign start_proc_pulse = regfile[6][0]; 
    step_unit u_step(.clk(tck), .aclr(aclr), .reg_f9(regfile[9]), .step_mode(step_mode), .step_pulse(step_pulse));
    assign cfg_width  = {regfile[1], regfile[0]};
    assign cfg_height = {regfile[3], regfile[2]};
    assign cfg_scale  = {regfile[5], regfile[4]};
    assign cfg_mode   = regfile[6];
endmodule
module step_unit(
    input  logic        clk,
    input  logic        aclr,
    input  logic [7:0]  reg_f9,
    output logic        step_mode,
    output logic        step_pulse,
    output logic        auto_step_pulse
);
    assign step_mode = reg_f9[1];
    assign step_pulse = reg_f9[0];
    assign auto_step_pulse = reg_f9[1] & reg_f9[0];
endmodule
==> flow_summary.toml <==
# synthesis and place-and-route metrics
[setup_path]
worstSetupEndpointType = "output pin"
path_delay_family = "buffers and inverters"
path_depth = 1
path_max_fanout = 2
path_buffers = 1
ff2ff_setup_slack_ps = 50
critical_path.reg2reg.endpoint = "regfile[2][3]$_DFF_PN0_"
slowest_delay_ps = 520
startpoint_type = "flip-flop"
crit_chain = "clkdlybuf4s50_1"
worst-r2r-cell-count = 4
crit-reg2reg-launch = "DR_IR[11]$_DFFE_PN0P_"
crit_slowest_cell = "clkdlybuf4s50_1"
critPathRequiredTime_ps = 1360
critical_path_class = "flip-flop to output pin"
worstPathArrival_ps = 1320

[pwr]
power.leakage_nw = 3.279
power.density_mw_per_mm2 = 1032
ir_drop_uv = 610.1

[clocking]
cts_tree = "built"
clk_pin_slew_worst_paths_ps = 70

[floorplanning]
die_x_microns = 131.8
dieArea_sq_mm = 0.01737
coreArea_sq_mm = 0.01652
ioPinCount = 108
num_rows = 47
fp-utilization_pct = 30.58
die_h_microns = 131.8

[timing]
maxSlewViolCount = 0
rsz0062_at_grt = "true"
setup_ws_ps = 43.74
finalHoldViolations = 0
skew_ps = 7.946
worst_pin_slew_ps = 757.7
setup_viol = 0
maxSlewHeadroom_pct = 49.32
holdWs_ps = 17.95

[finish]
post-route-util_pct = 44.19
layoutNonFillerInstCount = 860
area_growth_pct = 44.49
drive_gt1_share_pct = 18.91
design_area_sq_mm = 0.007302
n_fill_cell = 1519
lay_top_cells = "104 x dfrtp_1, 98 x clkdlybuf4s50_1, 61 x o21ai_0"
lay_top_count = "dfrtp_1"

[placed_design]
port_buffers = 105
place_hpwl_microns = 11190
dp_cells = 826
place_area_sq_mm = 0.006674
place_ws_ps = -550.9
place.gp.congestion = 0.8645

[global_route]
grt_pass1_vias = 4671
grt_start_max_net_pins = 33
grtUsageTotal_pct = 19.91
antenna_found_initial = 0
grt_pass1_wl_microns = 26320
grt-ovfl-total = 0

[synthesis]
ys_area_sq_mm = 0.005054
yosys.area.top_type = "dfrtp_1"
yosysUniqueCellTypes = 36
ys_seq_share_pct = 51.50
synth_flops = 104
syn_inst = 499
syn_area_sq_mm = 0.005054
area_leaders = "dfrtp_1 51%, a31oi_1 7.2%, o21ai_0 6.0%"
yosysWarningCount = 3
ys_cells = 499
avgSynthCellArea_sq_um = 10.13
top_cell_area_share_pct = 51.50

[drt]
diodes = 0
first_iter_violations = 388
drt_wl_total_microns = 16260
ant_nets = 0
wl_per_cell_microns = 18.91
vias_per_cell = 5.435
first_pass_iters = 9
drc = 0
vias = 4674

[min_path]
min_path_type = "primary input to async pin"

[status]
status = "finished clean"

[flow_run]
warnings = 30
cap_violations = 0
==> kinds of logic after synthesis <==
| kind of cell | Yosys count | share of synthesized area (%) |
|---|---|---|
| buffers and inverters | 52 | 4.481 |
| and+or+nand+nor | 144 | 15.97 |
| AOI/OAI and AO/OA | 160 | 19.63 |
| DFF | 104 | 51.50 |
| muxes | 39 | 8.418 |
==> per-stage QoR <==
stage	TNS, ps	total power [mW]
CTS	0	7.690
floorplan	0	3.381
detailed placement	-36100	4.308
finish	0	7.534
global route	-185.2	7.870
global placement	-32980	4.290
==> registers in the layout (all words and copies together), names as in the netlist <==
register	cells
DR_IR	16
regfile	58
DR0	3
DR_MEM	27
==> per-layer routing <==
layer  vias up  GRT usage (%)  wire length, microns
met1      2307          29.29                  7263
met4         0          3.876                   322
met5         -              0                     0
li1       2133              -                     -
met2       204          29.13                  7260
met3        30          7.146                  1414
==> synthesized netlist by cell type, drive strengths merged <==
library cell,instances
clkbuf,31
mux2i,11
nand4,8
mux2,28
nand3,37
a21oi,9
nor3b,4
buf,19
a31oi,58
a22o,6
and3b,1
nor2,47
and4b,2
a2bb2oi,24
nor4,1
nor4b,2
nor2b,3
and2,4
and3,20
inv,2
and4,4
dfrtp,104
nand2,7
or4b,1
nand4b,2
nand3b,1
o21ai,63
==> cell type report <==
class | instances | area (sq um) | share of cell area, %
Multi-Input combinational cell | 343 | 2241 | 30.69
Clock inverter | 7 | 96.34 | 1.319
Timing Repair Buffer | 164 | 1627 | 22.28
Inverter | 2 | 7.507 | 0.1028
Tap cell | 220 | 275.3 | 3.770
Sequential cell | 104 | 2603 | 35.64
Clock buffer | 20 | 452.9 | 6.203
==> worst max-delay path by stage <==
stage / slack [ps] / from / endpoint
CTS: 10 / v_udr / mem_we
global route: -20 / DR_IR[11]$_DFFE_PN0P_ / regfile[4][6]$_DFF_PN0_
finish: 40 / regfile[9][1]$_DFF_PN0_ / step_mode
==> report_power, final <==
part	total, mW	switching (mW)	internal (mW)
clock	3.25	1.09	2.16
sequential	3.03	0.241	2.79
combinational	1.25	0.405	0.843
==> what timing repair did <==
item / CTS / global route
resized: 13 / 8
buffers inserted: 1 / 4
pin swaps: 1 / 7
endpoints found under the setup margin: 44 / 29
hold buffers: 3 / 0
endpoints found under the hold margin: 12 / 0
Power figures rest on the tool's default switching activity, not on a simulated workload.

==> ./design.v <==
package formato_pkg;
  typedef logic signed [15:0] q8_8_t;
  function automatic q8_8_t to_q8_8(input logic [7:0] pix);
    to_q8_8 = {pix, 8'b0};    
  endfunction
  function automatic q8_8_t q8_8_mul(input q8_8_t a, input q8_8_t b);
    logic signed [31:0] prod;
    prod     = a * b;       
    q8_8_mul = prod >>> 8;  
  endfunction
  function automatic logic [7:0] from_q8_8_sat(input q8_8_t x);
    logic signed [15:0] tmp;
    tmp = x + 16'sh0080;
    if (tmp < 0)
      from_q8_8_sat = 8'd0;
    else if (tmp[15:8] > 8'd255)
      from_q8_8_sat = 8'd255;
    else
      from_q8_8_sat = tmp[15:8];   
  endfunction
  function automatic q8_8_t lerp(
    input q8_8_t a,
    input q8_8_t b,
    input q8_8_t t
  );
    q8_8_t diff;
    diff = b - a;
    lerp = a + q8_8_mul(diff, t);
  endfunction
endpackage
module regfile_mmio (
    input  logic        aclr,
    input  logic        v_udr,           
    input  logic [2:0]  current_instr,   
    input  logic [15:0] DR_MEM,          
    input  logic [15:0] DR_IR,           
    input  logic [7:0]  mmio_query_addr, 
    output logic [7:0]  mmio_query_data, 
    output logic [15:0] width,
    output logic [15:0] height,
    output logic [15:0] scale_q8_8,
    output logic [7:0]  mode_reg,
    output logic [7:0]  status_reg,
    output logic [15:0] image_in_base
);
    logic [7:0] regfile [0:15];
    integer ii;
    always_ff @(posedge v_udr or negedge aclr) begin
        if (!aclr) begin
            for (ii = 0; ii < 16; ii = ii + 1)
                regfile[ii] <= 8'h00;
        end
        else begin
            if ((current_instr == 3'b011) && (DR_MEM[15:8] >= 8'hF0)) begin
                regfile[DR_MEM[15:8] - 8'hF0] <= DR_MEM[7:0];
            end
            else if (current_instr == 3'b001) begin
                if (DR_IR[11:8] <= 8'h0F) begin
                    regfile[DR_IR[11:8]] <= DR_IR[7:0];
                end
            end
        end
    end
    always_comb begin
        if (mmio_query_addr >= 8'hF0) begin
            mmio_query_data = regfile[mmio_query_addr - 8'hF0];
        end
        else begin
            mmio_query_data = 8'h00;
        end
    end
    assign width       = { regfile[8'hF1 - 8'hF0], regfile[8'hF0 - 8'hF0] };  
    assign height      = { regfile[8'hF3 - 8'hF0], regfile[8'hF2 - 8'hF0] };  
    assign scale_q8_8  = { regfile[8'hF5 - 8'hF0], regfile[8'hF4 - 8'hF0] };  
    assign mode_reg    = regfile[8'hF6 - 8'hF0];                             
    assign status_reg  = regfile[8'hF7 - 8'hF0];                             
    assign image_in_base = { regfile[8'hFF - 8'hF0], regfile[8'hFE - 8'hF0] };  
endmodule
==> ./run.sh <==
#!/bin/bash
# OpenROAD 26Q1-2900-gdf79404cd8, Yosys 0.63+post, stock flow scripts
make -C /OpenROAD-flow-scripts/flow DESIGN_CONFIG=/design/flow/config.mk WORK_HOME=/design/flow/orfs finish
==> ./config.mk <==
export PLATFORM = sky130hd
export DESIGN_NAME = regfile_mmio
export DESIGN_NICKNAME = regfile_mmio
export VERILOG_FILES = /design/flow/design.v
export SDC_FILE = /design/flow/constraint.sdc
export NUM_CORES = 4
export LEC_CHECK = 1
export CORE_UTILIZATION = 40
==> ./constraint.sdc <==
current_design regfile_mmio

set clk_period 2.8
set clk_io_pct 0.2

create_clock -name clk0 -period $clk_period [get_ports {v_udr}]

set non_clock_inputs [all_inputs -no_clocks]
set_input_delay [expr $clk_period * $clk_io_pct] -clock clk0 $non_clock_inputs
set_output_delay [expr $clk_period * $clk_io_pct] -clock clk0 [all_outputs]
==> impl_metrics.ini <==
; physical design summary
[clock_network]
clock_latency_ns = 0.41
cts_buffers = 17
ctsRootBufferMaster = clkbuf_16
hold_buffers = 0
htreeDepth = 4
path_clk_slew_ns = 0.05
cts_buffer_depth = 2
cts_tree = yes
cts.sinks = 128

[layout]
postLayoutCoreUtil_pct = 58.5
final_cell_mix = 132 x mux2_2, 128 x dfrtp_1, 118 x clkdlybuf4s50_1, 53 x buf_4, 21 x a21oi_1
largest-register = regfile
area_growth_pct = 42.0
stdcell_count = 915
largestRegisters = regfile (128)
final_cell_area_sq_um = 9370
drive_gt1_share_pct = 43.3
layout_top_cell = mux2_2
largest_reg_flops = 128

[global_route]
track_usage_pct = 24.7
grt_max_degree = 129
grt_pass1_vias = 5150
grt_pass1_wl_mm = 30.2
antenna_found_initial = 0
gr-total-overflow = 0

[drt]
wl_mm = 19.5
antenna_left = 0
via_per_inst = 5.54
firstDrtPassIters = 4
wire_per_inst_microns = 21.3
via_count = 5068
n_antenna_cell = 0
route.detailed.drc = 0
drtIter0Drc = 295

[critical_path]
rr_worst_depth = 1
worstSetupStartpointType = input port
critPathTopFamily = buffers and inverters
reg2reg_to = regfile[14][6]$_DFFE_PN0P_
critical_path_buf_inv_count = 4
cp-end-kind = output pin
arrival_ns = 2.29
slowest_delay_ns = 0.41
reg2reg_from = regfile[14][6]$_DFFE_PN0P_
cp_cell_sequence = buf_4 > buf_6 > buf_4 > and2_4 > a22oi_2 > o22ai_2 > nor4_2 > nor2_1 > clkdlybuf4s50_1
required_ns = 2.24
worstSetupPathType = input port to output pin
worstPathMaxFanout = 5
path_common_cell = buf_4
r2r_slack_ns = 1.96
cp_slowest_cell = clkdlybuf4s50_1

[logic_synthesis]
synthSimpleGateAreaFrac_pct = 8.46
avgSynthCellArea_sq_um = 13.0
ys_warn_count = 2
yosysCellCount = 508
ys_sh_aoi_pct = 15.0
yosysChipArea_sq_um = 6600
synth_cell_type_count = 57
ys_ff = 128
synthCells = 508
synthArstFlopShare_pct = 100
mux_area_share_pct = 24.8
synthXorXnorAreaFrac_pct = 0
ys_top_logic_family = multiplexers
syn_area_sq_um = 6600
ys_seq_share_pct = 48.6
synth-main-ff-cell = dfrtp_1
edf_count = 0
ys_sh_adder_pct = 0

[timing]
period_used_pct = 102
fmaxAchievable_ghz = 0.351
worst_pin_slew_ns = 0.692
whs_ns = 0.256
skew_ns = 0
layout_setup_ws_ns = -0.0520
report.final.slew_viol_count = 0
fin_tns_setup_ns = -0.0520
setup_viol = 1
grt_setup_unrepaired = true
slew_headroom_pct = 53.8
hold_viol = 0
period_minus_slack_ns = 2.85

[status]
status = finished, violations left
violations = negative setup slack

[pwr]
power_density_nw_per_um2 = 580
ir_drop_mv = 0.411
pwr-share-clk_pct = 38.5
leakagePower_nw = 4.10
switching_share_pct = 24.8
combPwrFrac_pct = 18.5
p_int_mw = 4.08
p_seq_share_pct = 43.0
p_sw_mw = 1.35

[floorplan]
rows = 46
core_area_sq_um = 16000
dieWidth_microns = 130
fp_util_pct = 41.2
die_area_sq_um = 17000
ioPinCount = 133
die_height_microns = 130

[placement]
place_area_sq_um = 8500
place_inst = 872
globalplace.congestion = 0.835
port_buffers = 128
dpl.hpwl_mm = 13.6

[worst_hold_path]
hp-class = input port to async pin

[run]
drv_cap = 0
tool_warnings = 33
## through the flow
stage | power [mW] | setup WS, ns
final | 5.43 | -0.0520
after global routing | 5.68 | -0.134
after CTS | 5.46 | -0.0746
after detailed placement | 3.31 | -0.551
after global placement | 3.30 | -0.599
after floorplan | 2.68 | 0.549
## metal layers
| layer | vias to the layer above | routed length (microns) | global-route usage [%] |
|---|---|---|---|
| met5 | - | 0 | 0 |
| met4 | 0 | 299 | 3.11 |
| met3 | 17 | 1390 | 5.27 |
| met2 | 166 | 8620 | 35.7 |
| met1 | 2570 | 9160 | 40.8 |
| li1 | 2315 | - | - |
## Yosys cell counts (all sizes together) (11+ instances only)
cell type | number | area (sq um)
mux2 | 139 | 1570
buf | 25 | 154
a22oi | 18 | 135
dfrtp | 128 | 3200
o22ai | 11 | 68.8
a21oi | 28 | 181
nor2 | 11 | 57.6
clkbuf | 13 | 48.8
nor2b | 12 | 75.1
a31oi | 11 | 144
## how the worst max path moves through the flow
stage                   from                  to  slack, ns  depth (start not counted)
6_report  mmio_query_addr[0]  mmio_query_data[4]      -0.05                          9
4_1_cts   mmio_query_addr[0]  mmio_query_data[4]      -0.07                          9
5_1_grt   mmio_query_addr[0]  mmio_query_data[4]      -0.13                          9
## repair_timing
action / CTS / global route
endpoints found under the hold margin: 0 / 0
gates cloned: 2 / 0
resized: 65 / 8
buffers inserted: 10 / 0
endpoints found under the setup margin: 8 / 5
pin swaps: 16 / 7
## kinds of logic (layout without fill, tap and decap cells)
logic type | count (synthesis) | count (layout)
AOI/OAI and AO/OA | 119 | 119
buffers and inverters | 41 | 232
DFF | 128 | 128
muxes | 145 | 145
and+or+nand+nor | 75 | 75
## cell type report
class | count | area [sq um]
Fill cell | 1283 | 6630
Multi-Input combinational cell | 339 | 3360
Sequential cell | 128 | 3200
Timing Repair Buffer | 197 | 1950
Clock buffer | 22 | 484
Tap cell | 216 | 270
Clock inverter | 10 | 85.1
Inverter | 3 | 11.3
## power by group through the flow
stage / clock (mW) / sequential (mW) / combinational [mW]
6_report: 2.09 / 2.33 / 1.01
5_1_grt: 2.21 / 2.37 / 1.10
4_1_cts: 2.12 / 2.33 / 1.01
Power is estimated from default activity; no workload was simulated.
